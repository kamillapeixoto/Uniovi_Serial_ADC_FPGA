File: /design/flow/design.v
module clock_divider
(
	input clk_in, enable, reset, freq_userA, freq_userB, 
	output reg clk_out
);
	integer freq_div;  
	integer count;     
	wire [1:0] freq_user;
	assign freq_user = {freq_userA, freq_userB};
	initial
	begin
		count = 0;
		clk_out <= 0;
	end
	always @(posedge clk_in)
	begin
			case (freq_user)
				2'b00: freq_div = 128;
				2'b01: freq_div = 64;
				2'b10: freq_div = 32;	
				2'b11: freq_div = 16;
			endcase
		if (reset)
		begin
			count = 0;
			clk_out <= 0;
		end
		if (enable)
		begin
			count = count + 1;
			if (count >= freq_div)
			begin
				count = 0;
				clk_out <= ~clk_out;
			end
		end  
	end
endmodule
File: /design/flow/run.sh
#!/bin/bash
# OpenROAD 26Q1-2900-gdf79404cd8, Yosys 0.63+post, stock flow scripts
make -C /OpenROAD-flow-scripts/flow DESIGN_CONFIG=/design/flow/config.mk WORK_HOME=/design/flow/orfs finish
File: /design/flow/config.mk
export PLATFORM = sky130hd
export DESIGN_NAME = clock_divider
export DESIGN_NICKNAME = clock_divider
export VERILOG_FILES = /design/flow/design.v
export SDC_FILE = /design/flow/constraint.sdc
export NUM_CORES = 4
export LEC_CHECK = 1
export CORE_AREA = 10 10 113 113
export DIE_AREA = 0 0 123 123
File: /design/flow/constraint.sdc
current_design clock_divider

set clk_period 11.5
set clk_io_pct 0.2

create_clock -name clk0 -period $clk_period [get_ports {clk_in}]

set non_clock_inputs [all_inputs -no_clocks]
set_input_delay [expr $clk_period * $clk_io_pct] -clock clk0 $non_clock_inputs
set_output_delay [expr $clk_period * $clk_io_pct] -clock clk0 [all_outputs]
==> results.toml <==
# physical design summary
[status]
status = "finished clean"

[synth]
ys_ff = 33
synth-main-ff-cell = "dfxtp_1"
syn_area_mm2 = 0.00253
synth_top_cell_by_area = "dfxtp_1"
yosysCellCount = 328
area_leaders = "dfxtp_1, nor2_1, xnor2_1"
synth-area-yosys_mm2 = 0.00253
synth.most_common_cell = "nor2_1"
synthCells = 328
async_reset_ff_share_pct = 0
top_cell_area_share_pct = 26.1
avgSynthCellArea_um2 = 7.72
ys_seq_share_pct = 26.1
netlist_top_cells_count = "nor2_1, dfxtp_1, nand2_1, nand3_1"
yosysWarnings = 1
synth_cell_types = 54
edf_count = 0

[final_layout]
fillCellCount = 1092
combGateArea_mm2 = 0.00174
regArea_um2 = 661
drive_above_1_share_pct = 8.33
syn_to_final_growth_pct = 9.98

[die]
die_h_um = 123
rows = 37
core_mm2 = 0.0103
fp_util_pct = 24.5
ios = 6
die_x_um = 123
chip_area_mm2 = 0.0151

[timing]
finalMaxSlewViolations = 0
min_period_ns = 6.42
finClkSkew_ns = 0.00923
period_used_pct = 55.9
max_freq_mhz = 156
rsz0062_at_grt = "false"
fin_setup_tns_ns = 0
hold_viol_final = 0
worst_slew_margin_rel_pct = 51.0
setup_ws_ns = 5.08
worst-slew-pin-transition_ns = 0.734
setup_viol = 0

[setup_path]
rr_endpoint = "clk_out"
critPathSlowestCell = "or4_1"
cp_num_buf_inv = 2
cp.required_ns = 11.68
startpoint_type = "input port"
cp_slowest_stage_delay_ns = 0.69
crit_arrival_ns = 6.61
worst-setup-path-type = "in2reg"
cp_max_fo = 43
reg2reg_from = "count[3]"
crit_path_start = "reset"
path_cells = "clkdlybuf4s50_1 > buf_4 > nor2b_1 > ha_1 > nand3_4 > or4_1 > nor4_2 > xnor2_1 > a41oi_1 > or3_1 > o32a_4 > and2_1 > mux2_2"
r2r_cells = 14
regToRegSetupSlack_ns = 7.43
worstSetupEndpointType = "flop"
cp_top_family = "simple AND/OR/NAND/NOR gates"

[job]
warning_count = 25
cap_violations = 0

[placement]
hpwlAfterDp_mm = 4.44
gp_congestion = 0.969
port_buffers = 5
place_ws_ns = 4.79

[grt]
grtUsageTotal_pct = 8.44
grt_pass1_wl_mm = 10.7
grt_pass1_vias = 2145
grt_max_degree = 44
grt-ovfl-total = 0
antenna_found_initial = 0

[clock_network]
cts_setup_buffers = 0
cts-root-buf = "clkbuf_8"
clkSinkCount = 33
clk_latency_ns = 0.29
cts-resized-gates = 0
path_clk_slew_ns = 0.07
cts_tree = "built"
ctsHtreeMaxLevel = 2
cts_buffers = 5
ctsHoldBuffers = 0
clk_path_buf_depth = 2

[route]
vias = 2320
drt-initial-drc-count = 321
drt-total-wl_mm = 6.17
detail_route.wl_per_cell_um = 13.4
drtAntennaViolNets = 0
n_antenna_cell = 0
via_per_inst = 5.04
drc = 0
drt-pass1-iter-count = 4

[power_and_ir_drop]
p_per_area_mw_per_mm2 = 88.9
total_power_w = 0.000248
p_leak_nw = 0.917
vdd_drop_max_mv = 0.0582

[hold_path]
worstHoldStart = "count[31]"
min-delay-path-class = "reg2reg"
hold_path_depth = 2
min_to = "count[31]"
==> power by group <==
part           internal, W  leakage (nW)  switching (W)
Combinational   0.00000778         0.596      0.0000115
Clock            0.0000648        0.0543      0.0000472
Sequential        0.000116         0.266    0.000000810
==> placed cells by master, fill, tap and decap left out, types with 5 or more instances in the layout <==
cell type,count
nor3_1,16
mux2i_1,5
a21oi_1,8
nand4_1,13
or2_2,6
nand2b_1,7
xnor2_1,16
o21ai_0,11
nand2_1,27
inv_1,8
clkbuf_8,5
xor2_1,15
nand3_1,18
clkdlybuf4s50_1,5
nor2_1,38
and4_1,5
dfxtp_1,33
ha_1,5
nor4_1,8
a31oi_1,6
nor2b_1,10
and2_1,5
==> cells by family after synthesis <==
| logic type | synth area share [%] |
|---|---|
| AOI/OAI and AO/OA | 12.7 |
| muxes | 3.31 |
| buffers and inverters | 5.33 |
| and+or+nand+nor | 39.4 |
| xor gates and xnor gates | 10.7 |
| adders and majority gates | 2.47 |
| DFF | 26.1 |
==> worst max path at each step <==
stage              to  slack (ns)  cells after the start
finish        clk_out        5.08                     13
global route  clk_out        4.77                     13
CTS           clk_out        5.08                     13
==> metal layers <==
metal	global-route usage (%)	wire length, um
met5	0	0
met4	1.09	61
met3	1.57	269
met2	12.6	2700
met1	12.8	3150
==> sequential cells by signal, summed over array words and instances, names as in the netlist <==
name	count
clk_out	1
count	32
==> worst register-to-register path: stages, from the launching register on <==
cell       delay, ns
dfxtp_1         0.48
nand4_1         0.33
or2_2           0.42
xor2_1          0.14
nor2_1          0.06
ha_1            0.32
nor2b_1         0.13
o21a_1          0.16
o21ai_0         0.17
o2111ai_1       0.17
a211oi_1        0.23
nand4b_1        0.14
o32a_4          0.49
and2_1          0.39
mux2_2          0.35
==> metrics by stage <==
step	utilization, %	area, um2	hold WS (ns)	instances
2_1_floorplan	-	2530	0.455	328
3_3_place_gp	25.9	2670	0.471	452
3_5_place_dp	25.9	2670	0.483	452
4_1_cts	27.0	2790	0.490	460
5_1_grt	27.0	2790	0.509	460
6_report	27.0	2790	0.491	460
==> area by class of cell <==
cell class                      instances  share of cell area [%]
Timing Repair Buffer                    8                    2.60
Multi-Input combinational cell        267                    62.4
Inverter                                8                    1.08
Tap cell                              136                    6.11
Clock buffer                            5                    2.47
Sequential cell                        33                    23.7
Clock inverter                          3                    1.66
Power and IR drop assume default switching activity.
