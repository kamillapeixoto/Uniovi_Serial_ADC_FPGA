[flow/design.v]
module adc_reader
#(parameter  datos_bits = 12, total_bits = 15)
(
	input clk_adc, serial_ready, in_adc,
	output reg chip_select, bit0_adc, bit1_adc, bit2_adc, bit3_adc, bit4_adc, bit5_adc, bit6_adc, bit7_adc,
	output reg [datos_bits-1:0] datos_adc
);
	integer contador, contador_cs;
	reg [total_bits-1:0] full_data;
	reg cont_out;
	initial
	begin
		chip_select <= 1;
		contador    = 0;	
	   datos_adc = 12'b0;   
		full_data = 15'b0;  
		cont_out = 1'b0;
		contador_cs = 0;
	end  
	always @ (negedge clk_adc)  
	begin
		if (cont_out==1'b1)
		begin
			contador_cs = contador_cs + 1;
			if (contador_cs == 3)
			begin
				cont_out = 1'b0;
				contador_cs = 0;
			end
		end
		else if (serial_ready == 1'b1)  
		begin
			chip_select = 1'b0;	    
			cont_out = 1'b0;
			full_data[contador] <= in_adc;
			contador = contador + 1;  
			if (contador > total_bits)
			begin
				chip_select <= 1'b1;	    
				datos_adc <= full_data[total_bits-1:3];
				contador = 0;
				cont_out = 1'b1;
			end
		end  
		else
		begin
			chip_select <= 1'b1;	
			bit0_adc <= datos_adc[0];
			bit1_adc <= datos_adc[1];
			bit2_adc <= datos_adc[2];
			bit3_adc <= datos_adc[3];
			bit4_adc <= datos_adc[4];
			bit5_adc <= datos_adc[5];
			bit6_adc <= datos_adc[6];
			bit7_adc <= datos_adc[7];
		end
	end  
endmodule
[flow/run.sh]
#!/bin/bash
# OpenROAD 26Q1-2900-gdf79404cd8, Yosys 0.63+post, stock flow scripts
make -C /OpenROAD-flow-scripts/flow DESIGN_CONFIG=/design/flow/config.mk WORK_HOME=/design/flow/orfs finish
[flow/config.mk]
export PLATFORM = sky130hd
export DESIGN_NAME = adc_reader
export DESIGN_NICKNAME = adc_reader
export VERILOG_FILES = /design/flow/design.v
export SDC_FILE = /design/flow/constraint.sdc
export NUM_CORES = 4
export LEC_CHECK = 1
export CORE_UTILIZATION = 30
[flow/constraint.sdc]
current_design adc_reader

set clk_period 6.1
set clk_io_pct 0.2

create_clock -name clk0 -period $clk_period [get_ports {clk_adc}]

set non_clock_inputs [all_inputs -no_clocks]
set_input_delay [expr $clk_period * $clk_io_pct] -clock clk0 $non_clock_inputs
set_output_delay [expr $clk_period * $clk_io_pct] -clock clk0 [all_outputs]
==> changes_impl.md <==
### Metrics

* Sinks on the clock net at 98
* Ant diodes at 0
* IO Pins at 24
* VDD IR max at 0.0001426 V
* Root Driver: clkbuf_16
* Clock transition at path regs at 0.03 ns
* Met1 Usage GRT at 0.1912
* Area Growth Syn to Fin at 17.61%
* Final slew viol count at 0
* Row count at 53
* Final tally of hold violations at 0
* Initial antenna violation count at 0
* Drt pass-1 iters at 5
* Finish-stage setup viols at 0
* Initial DRC Count at 204
* Post-CTS sizing at 0
* FFs w/ async S/R, synth at 0
* Slowest stage delay, CP at 0.47 ns
* Skew final at 0.01642 ns
* Tool warnings at 125
* XOR/XNOR Area Share at 0.08453
* Fp util at 0.3056
* Synth Area per Inst at 10.23 sq um
* Library cells used by synthesis at 76
* Number of synthesized register bits at 98
* Worst EP required at 4.88 ns
* Gr ovfl total at 0
* Core box area at 21020 sq um
* PwrDens at 285.0 nW/um^2
* Pwr Total at 2.153 mW
* GRT Max-Usage Layer: met2
* TritonCTS Buffers at 9
* Delay-heaviest family, CP: buffers and inverters
* Slew margin rel. at 0.4849
* Final WL at 13.93 mm
* Synth Instances at 628
* Die Y at 148.3 microns
* Grt met3 use at 0.04977
* Chip area at 22000 sq um
* CTS Hold Bufs at 0
* Wire per inst at 13.76 microns
* Crit Path Category: flop to output port
* Crit path cell chain: clkdlybuf4s50_1
* Clock buffer depth at 2
* Vias per cell at 4.988
* Synth logic family: simple AND/OR/NAND/NOR gates
* CTS tree: built
* Number of global-route vias before repair at 5008
* Setup_tns at 0 ns
* Via count at 5048
* Layout fillers at 2070
* DIE WIDTH at 148.3 microns
* Post-DP HPWL at 9.540 mm
* Synth warn at 1
* Final ANT Viol Nets at 0
* Slowest-stage cell, CP: clkdlybuf4s50_1
* IO buf count at 23
* Number of synthesized flops with an enable pin at 97
* Setup bufs post-CTS at 0
* Critical path startpoint category: flop
* GP Congestion at 0.8662
* Run status: finished clean
* Synth Seq Share at 0.4566
* Post-Synth Adder-Cell Area at 0.007791
* GRT Util Overall at 0.1353
* CP arrival at 4.30 ns
* Unrepaired setup endpoints after global routing: no
* Worst-margin pin slew at 0.7667 ns
* Global-route wire length before repair at 23.55 mm
* DRC Markers at 0
* Pin count of the biggest net entering global routing at 35
* Worst path buffer plus inverter count at 1
* Lkg Pwr at 2.739 nW
* Synth mux share at 0.04129
* Logic cell area at 3254 sq um
* Ys cells at 628
* H-tree levels at 3
* Reg area at 2933 sq um
* Layout cell share with drive strength beyond 1 at 0.1113
* HP Class: flop to flop
* Ys flop type: edfxtp_1
* AO/OA Area Share at 0.08259
* Critical Path End Type: output port
* CP Max Fanout at 2
* Met2 Use GR at 0.1927
* Simple share at 0.2892
* Mapped Area at 6424 sq um
* Maximum capacitance violations at 0
* Area reported by Yosys stat at 6424 sq um
* Clk latency of the worst-skew pair at 0.42 ns
-- final cells by class --
| type | instances | share of cell area |
|---|---|---|
| clock inverter | 105 | 0.05979 |
| clock buffer | 9 | 0.02981 |
| inverter | 13 | 0.006459 |
| multi-input combinational | 480 | 0.4308 |
| tap | 275 | 0.04554 |
| sequential | 98 | 0.3882 |
| timing repair buffer | 32 | 0.03942 |
-- routing by layer --
metal  vias to the layer above  wire (microns)
li1                       2571               -
met1                      2343            6720
met2                       106            6278
met3                        28             656
met4                         0             276
met5                         -               0
-- logic make-up after synthesis --
logic type	count (synthesis)
flops	98
fa+ha+maj	4
simple gates	320
xor+xnor	62
mux	21
buf+inv	50
compound gates	73
-- layout by cell type (no fill, tap or decap), drive strengths merged, types with 4 or more instances in the layout --
master and count:
a31oi 4, nor2 68, nor4 27, and2 6
a21oi 19, xnor2 34, edfxtp 97, and4 5
mux2i 7, and3 12, or2 8, nand4b 4
nor4b 9, a21boi 4, clkbuf 9, o21ai 11
nand2 44, nor2b 5, buf 9, or4 6
nand4 15, or3 7, ha 4, nand2b 4
mux2 14, nor3 43, inv 117, xor2 28
clkdlybuf4s50 23, nand3 46
-- worst paths after layout --
| path | startpoint | end | slack [ns] | cells past startpoint |
|---|---|---|---|---|
| max | datos_adc[0]$_DFFE_NP_ | datos_adc[0] | 0.58 | 1 |
| min | full_data[14]$_DFFE_NP_ | datos_adc[11]$_DFFE_NP_ | 0.45 | 0 |
| max reg2reg | contador[4]$_SDFFCE_NP0P_ | datos_adc[1]$_DFFE_NP_ | 2.11 | 8 |
| min reg2reg | full_data[14]$_DFFE_NP_ | datos_adc[11]$_DFFE_NP_ | 0.45 | 0 |
-- sequential cells by signal, indices dropped and copies added (netlist names), 12 cells and up --
name and cells:
contador_cs 32, contador 32, datos_adc 12, full_data 12
-- stage by stage --
step | worst slack (ns) | cells | cell area (sq um) | util | hold slack [ns]
finish | 0.5823 | 1012 | 7555 | 0.3594 | 0.4532
floorplan | 0.2525 | 628 | 6431 | - | 0.4003
detailed placement | 0.2539 | 899 | 6882 | 0.3274 | 0.4451
global placement | 0.2581 | 899 | 6882 | 0.3274 | 0.4337
CTS | 0.5574 | 1012 | 7555 | 0.3594 | 0.4557
global route | 0.5213 | 1012 | 7555 | 0.3594 | 0.4580
-- where the power goes --
part | switching [mW] | internal (mW)
logic | 0.147 | 0.133
registers | 0.136 | 0.899
clock network | 0.455 | 0.383
total | 0.738 | 1.41
-- cell usage after synthesis (all sizes together), types with 4 or more instances --
| master | count | area share |
|---|---|---|
| a21oi | 19 | 0.015 |
| nand4b | 4 | 0.0064 |
| buf | 16 | 0.018 |
| nand4 | 15 | 0.017 |
| nor2 | 68 | 0.040 |
| mux2 | 14 | 0.030 |
| xor2 | 28 | 0.038 |
| or4 | 6 | 0.0076 |
| and4 | 5 | 0.0068 |
| or3 | 7 | 0.0076 |
| o21ai | 11 | 0.0092 |
| inv | 14 | 0.0082 |
| nand3 | 46 | 0.044 |
| and2 | 6 | 0.0058 |
| and3 | 12 | 0.012 |
| nor2b | 5 | 0.0049 |
| nand2 | 44 | 0.026 |
| or2 | 8 | 0.0078 |
| mux2i | 7 | 0.011 |
| ha | 4 | 0.0078 |
| nor4 | 27 | 0.033 |
| nor3 | 43 | 0.034 |
| a31oi | 4 | 0.0039 |
| nor4b | 9 | 0.019 |
| nand2b | 4 | 0.0039 |
| edfxtp | 97 | 0.45 |
| xnor2 | 34 | 0.046 |
| a21boi | 4 | 0.0047 |
| clkbuf | 20 | 0.012 |
No activity file was given, so power comes from the tool's default toggle rates.
