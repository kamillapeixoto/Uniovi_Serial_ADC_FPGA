## /design/flow/config.mk

```make
export PLATFORM = sky130hd
export DESIGN_NAME = baud_generator
export DESIGN_NICKNAME = baud_generator
export VERILOG_FILES = /design/flow/design.v
export SDC_FILE = /design/flow/constraint.sdc
export NUM_CORES = 4
export LEC_CHECK = 1
export CORE_UTILIZATION = 30
```

## /design/flow/constraint.sdc

```tcl
current_design baud_generator

set clk_period 7.1
set clk_io_pct 0.2

create_clock -name clk0 -period $clk_period [get_ports {clk_in}]

set non_clock_inputs [all_inputs -no_clocks]
set_input_delay [expr $clk_period * $clk_io_pct] -clock clk0 $non_clock_inputs
set_output_delay [expr $clk_period * $clk_io_pct] -clock clk0 [all_outputs]
```

## /design/flow/design.v

```verilog
module baud_generator
(
	input clk_in, enable, reset, 
	output reg clk_out
);
	integer freq_div;  
	integer count;     
	initial
	begin
		count = 0;
		clk_out <= 0;
	end
	always @(posedge clk_in)
	begin
				freq_div = 32;
		if (reset)
		begin
			count = 0;
			clk_out <= 0;
		end
		if (enable)
		begin
			count = count + 1;
			if (count >= freq_div)
			begin
				count = 0;
				clk_out <= ~clk_out;
			end
		end  
	end
endmodule
```

## /design/flow/run.sh

```bash
#!/bin/bash
# OpenROAD 26Q1-2900-gdf79404cd8, Yosys 0.63+post, stock flow scripts
make -C /OpenROAD-flow-scripts/flow DESIGN_CONFIG=/design/flow/config.mk WORK_HOME=/design/flow/orfs finish
```

==> impl_summary.log <==
[flow] summary of implementation run
INFO  metric crit_path_max_incr_delay = between 400 and 500 ps
INFO  metric synthDominantAreaCellType = dfxtp_1
INFO  metric post_route_cells_drive_above_1_share = 0.118
INFO  metric route.final.wire_length = between 5000 and 6000 um
INFO  metric worst_r2r_startpoint = count[0]
INFO  metric overall_overflow_remaining_after_global_route = 0
INFO  metric drt_first_pass_iters = 4
INFO  metric clock_insertion_delay_worst_skew = roughly 280 ps
INFO  metric rsz0062_at_grt = false
INFO  metric floorplan.core_util = 0.315
INFO  metric r2r_setup_slack = 3570 ps
INFO  metric cts_post_setup_buffers_inserted = 0
INFO  metric grt_pass1_vias = about 1,900
INFO  metric ys_chip_area = 0.00247 sq mm
INFO  metric ioPinCount = 4
INFO  metric hp-start = clk_out
INFO  metric power.static_leakage = ~0.90 nW
INFO  metric clockRootBuffer = clkbuf_8
INFO  metric residual_drc = 0
INFO  metric finalCritPeriodShare = 0.615
INFO  metric core_area = just under 0.008 sq mm
INFO  metric die_width = 92.8 um
INFO  metric post_dp_cell_area = 0.00256 sq mm
INFO  metric tns = 0 ps
INFO  metric cpMostUsedCell = buf_4
INFO  metric die_y = 92.8 um
INFO  metric worstPathArrival = 4570 ps
INFO  metric cts.sink_count = 33
INFO  metric hold_viol_final = 0
INFO  metric library_cells_used_by_synthesis = 51
INFO  metric detail_route.antenna_diodes = 0
INFO  metric synth-seq-area-share = 0.267
INFO  metric cell_types_with_the_largest_area_share_after_synthesis = dfxtp_1, xnor2_1, xor2_1, nor2_1, nand2b_1
INFO  metric synthArstFlopShare = 0
INFO  metric std_cell_rows = 32
INFO  metric cts-buffers-inserted = 5
INFO  metric grt_first_pass_wirelength = 9580 um
INFO  metric post_synth_tally_of_flip_flops_with_integrated_enable = 0
INFO  metric ys_dominant_reg_cell = dfxtp_1
INFO  metric crit_path_cell_trace = buf_2 -> nor2b_1 -> ha_1 -> nand4b_1 -> nor4_2 -> buf_4 -> or4b_1 -> a21oi_1 -> o2111ai_1 -> nor4_4 -> a31oi_4 -> buf_4 -> nor3b_1
INFO  metric antenna_found_initial = 0
INFO  metric synthesis.instances = 310
INFO  metric worst_slew_margin_rel = 0.532
INFO  metric via_per_inst = 5.16
INFO  metric synth_top_area_share = 0.267
INFO  metric cts_tree = built
INFO  metric fillCellCount = about 850
INFO  metric timing.critical_path.slowest_stage_cell = or4b_1
INFO  metric dpl.cell_count = 399
INFO  metric cap_violations = 0
INFO  metric layout.core_utilization = 0.337
INFO  metric tightestPinTransition = roughly 700 ps
INFO  metric drt_iter0_drc = 103
INFO  metric die_area = about 0.0086 sq mm
INFO  metric critical_path.endpoint_type = flip-flop
INFO  metric postCtsHoldBufs = 0
INFO  metric tool_warnings = 25
INFO  metric critical_path.max_fanout = 13
INFO  metric power_density = 131 mW/mm^2
INFO  metric worst_setup_hold_path_clk_slew = 70 ps
INFO  metric final_antenna_net_count = 0
INFO  metric count_of_pins_over_their_slew_limit = 0
INFO  metric synth_flops = 33
INFO  metric synth_stat.cells = 310
INFO  metric crit_path_start_kind = input pin
INFO  metric ir_worst_vdd = just under 0.09 mV
INFO  metric total_of_buffers_placed_on_input_and_output_ports = 3
INFO  metric status = completed
INFO  metric timing.final.ws_setup = 2730 ps
INFO  metric finalClockSkew = around 6.2 ps
INFO  metric post_synth_instance_area = 0.00247 sq mm
INFO  metric worstPathBufferInverterCount = 3
INFO  metric number_of_warnings_reported_in_the_yosys_synthesis_log = 1
INFO  metric hpwl = 3940 um
INFO  metric worstSetupPathType = input pin to flip-flop
INFO  metric peak_clock_frequency_supported_by_timing = 229 MHz
INFO  metric tot_gr_track_use = 0.138
INFO  metric grt_max_degree = approximately 48
INFO  metric fin_crit = 4370 ps
INFO  metric final_cell_area = 0.00265 sq mm
INFO  metric clock_path_buffers = 2
INFO  metric final_cells = 407
INFO  metric preCtsSetupSlack = 2440 ps
INFO  metric ctsResizeCount = 0
INFO  metric postSynthAreaPerCell = 7.98 sq um
INFO  metric area_growth_syn_to_layout = 6.98%
INFO  metric timing.hold.worst.class = flip-flop to flip-flop
INFO  metric setup_viol = 0
INFO  metric dr_total_vias = between 2,000 and 2,500
INFO  metric path_delay_family = simple AND/OR/NAND/NOR gates
INFO  metric timing.critical_path.from = reset
INFO  metric detail_route.wl_per_cell = ~14 um
INFO  metric rd_place_congestion = roughly 0.85
INFO  metric critical_path_required = ~7300 ps
INFO  metric cts.htree.levels = 2
-- cells in the mapped netlist, types with 3 or more instances --
library cell,number
o21ai_0,3
nor2b_1,8
nand3_1,19
a31oi_1,6
a211oi_1,3
and4_1,4
buf_2,5
a21oi_1,5
nand2_1,26
or2_2,4
nand2b_1,16
xnor2_1,21
nor3_2,10
xor2_1,16
clkbuf_1,13
nor3_1,10
and3_1,6
nand4b_1,3
a311oi_1,5
inv_1,6
dfxtp_1,33
nor2_1,33
nand4_1,13
mux2i_1,5
-- flip-flops by register name, indices dropped and copies added, names as in the netlist --
name and count:
clk_out 1, count 32
-- worst paths after layout --
kind | end | cells after the start
worst min-delay path | clk_out | 1
worst max-delay path | count[18] | 13
worst min register to register | clk_out | 1
worst max register to register | count[18] | 12
-- through the flow --
stage                     hold WS [ps]  total power [mW]
after floorplan                    415             0.209
after global placement             478             0.214
after detailed placement           481             0.214
after CTS                          497             0.353
after global routing               504             0.364
final                              482             0.348
-- power by group --
group / switching, mW / internal (mW)
clock network: 0.0701 / 0.0679
registers: 0.00331 / 0.187
logic: 0.0114 / 0.00774
total: 0.0848 / 0.263
-- cells by family (layout without fill, tap and decap cells) --
| logic type | after synthesis | in the layout | share of synthesized area |
|---|---|---|---|
| AND-OR/OR-AND | 35 | 35 | 0.109 |
| multiplexers | 5 | 5 | 0.0202 |
| flip-flops | 33 | 33 | 0.267 |
| XOR/XNOR | 37 | 37 | 0.131 |
| buffers and inverters | 26 | 21 | 0.0466 |
| AND/OR/NAND/NOR | 173 | 173 | 0.421 |
| adder cells (fa/ha/maj) | 1 | 1 | 0.00506 |
-- metal layers --
layer / track usage / share of wire / vias to the layer above
li1: - / - / 1092
met1: 0.222 / 0.52 / 969
met2: 0.208 / 0.43 / 34
met3: 0.0150 / 0.045 / 4
met4: 0.0115 / 0.0072 / 0
met5: 0 / 0 / -
-- layout make-up --
class / instances / area [sq um] / area share
Clock buffer: 6 / 72.6 / 0.0274
Clock inverter: 2 / 10.0 / 0.00378
Inverter: 6 / 22.5 / 0.00851
Multi-Input combinational cell: 251 / 1700 / 0.641
Sequential cell: 33 / 661 / 0.250
Tap cell: 102 / 128 / 0.0482
Timing Repair Buffer: 7 / 55.1 / 0.0208
-- layout by cell type (no fill, tap or decap), types with 8 or more instances in the layout --
master    instances
nor2_1           33
dfxtp_1          33
nand2_1          26
xnor2_1          21
nand3_1          19
xor2_1           16
nand2b_1         16
nand4_1          13
nor3_1           10
nor3_2           10
nor2b_1           8
Power figures rest on the tool's default switching activity, not on a simulated workload.
